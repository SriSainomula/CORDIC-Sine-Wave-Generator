File: flow/run.sh
#!/bin/bash
# OpenROAD 26Q1-2900-gdf79404cd8, Yosys 0.63+post, stock flow scripts
make -C /OpenROAD-flow-scripts/flow DESIGN_CONFIG=/design/flow/config.mk WORK_HOME=/design/flow/orfs finish
File: flow/config.mk
export PLATFORM = sky130hd
export DESIGN_NAME = cordic_sin_cos
export DESIGN_NICKNAME = cordic_sin_cos
export VERILOG_FILES = /design/flow/design.v
export SDC_FILE = /design/flow/constraint.sdc
export NUM_CORES = 4
export LEC_CHECK = 1
export CORE_UTILIZATION = 50
File: flow/constraint.sdc
current_design cordic_sin_cos

set clk_period 107.6
set clk_io_pct 0.2

create_clock -name clk0 -period $clk_period [get_ports {clk}]

set non_clock_inputs [all_inputs -no_clocks]
set_input_delay [expr $clk_period * $clk_io_pct] -clock clk0 $non_clock_inputs
set_output_delay [expr $clk_period * $clk_io_pct] -clock clk0 [all_outputs]
File: flow/design.v
`timescale 1ns / 1ps
module cordic_sin_cos(clk,rst,target_angle,x_res,y_res);
 input clk,rst;   
 input signed [19:0] target_angle;    
 output reg signed [19:0] x_res;  
 output reg signed [19:0] y_res;  
 wire signed [19:0] x_res_comb;  
 wire signed [19:0] y_res_comb;  
 reg signed [19:0] x [9:0];   
 reg signed [19:0] y [9:0];   
 wire signed[19:0] arc_tan [8:0];   
 reg  signed[19:0] z[8:0];   
 reg  d[8:0];  
 wire signed [19:0] target_angle_conv;   
 wire [2:0] quadrant_loc;  
 assign arc_tan[0] = {{6{1'b0}},10'b0000101101,4'b0000};    
 assign arc_tan[1] = {{6{1'b0}},10'b0000011010,4'b1001};    
 assign arc_tan[2] = {{6{1'b0}},10'b0000001110,4'b0000};    
 assign arc_tan[3] = {{6{1'b0}},10'b0000000111,4'b0010};    
 assign arc_tan[4] = {{6{1'b0}},10'b0000000011,4'b1001};    
 assign arc_tan[5] = {{6{1'b0}},10'b0000000001,4'b1100};    
 assign arc_tan[6] = {{6{1'b0}},10'b0000000000,4'b1110};    
 assign arc_tan[7] = {{6{1'b0}},10'b0000000000,4'b0111};    
 assign arc_tan[8] = {{6{1'b0}},10'b0000000000,4'b0011};    
 get_conv_target_angle conv_angle(.target_angle(target_angle),.target_angle_conv(target_angle_conv),.quadrant_loc(quadrant_loc));
 output_mapping out_map(.x(x[9][19:0]),.y(y[9][19:0]),.quadrant_loc(quadrant_loc),.x_res(x_res_comb),.y_res(y_res_comb));
 always@(posedge clk)
  begin
    if (rst == 0)
       begin
         x_res [19:0]     <= 20'b0;
         y_res [19:0]     <= 20'b0;  
       end 
    else 
       begin
         x_res [19:0] <= x_res_comb;
         y_res [19:0] <= y_res_comb;
       end
  end
 always@(*)
   begin
      x[0] = 20'b00001001101101110001;  
      y[0] = 20'b00000000000000000000;  
      z[0] = target_angle_conv;  
      d[0] = (z[0][19] == 0) ? 1 : 0;   
   end
 always@(*)
   begin
     x[1] = (d[0] == 1) ? (x[0] - y[0]) : (x[0]+y[0]);
     y[1] = (d[0] == 1) ? (y[0] + x[0]) : (y[0]-x[0]);
     z[1] = (d[0] == 1) ? (z[0] - arc_tan[0]) : (z[0]+arc_tan[0]);
     d[1] = (z[1][19] == 0) ? 1 : 0;
     x[2] = (d[1] == 1) ? (x[1] - (y[1]>>>1)) : (x[1]+(y[1]>>>1));
     y[2] = (d[1] == 1) ? (y[1] + (x[1]>>>1)) : (y[1]-(x[1]>>>1));
     z[2] = (d[1] == 1) ? (z[1] - arc_tan[1]) : (z[1]+arc_tan[1]);
     d[2] = (z[2][19] == 0) ? 1 : 0;   
     x[3] = (d[2] == 1) ? (x[2] - (y[2]>>>2)) : (x[2]+(y[2]>>>2));
     y[3] = (d[2] == 1) ? (y[2] + (x[2]>>>2)) : (y[2]-(x[2]>>>2));
     z[3] = (d[2] == 1) ? (z[2] - arc_tan[2]) : (z[2]+arc_tan[2]);
     d[3] = (z[3][19] == 0) ? 1 : 0; 
     x[4] = (d[3] == 1) ? (x[3] - (y[3]>>>3)) : (x[3]+(y[3]>>>3));
     y[4] = (d[3] == 1) ? (y[3] + (x[3]>>>3)) : (y[3]-(x[3]>>>3));
     z[4] = (d[3] == 1) ? (z[3] - arc_tan[3]) : (z[3]+arc_tan[3]);
     d[4] = (z[4][19] == 0) ? 1 : 0; 
     x[5] = (d[4] == 1) ? (x[4] - (y[4]>>>4)) : (x[4]+(y[4]>>>4));
     y[5] = (d[4] == 1) ? (y[4] + (x[4]>>>4)) : (y[4]-(x[4]>>>4));
     z[5] = (d[4] == 1) ? (z[4] - arc_tan[4]) : (z[4]+arc_tan[4]);
     d[5] = (z[5][19] == 0) ? 1 : 0; 
     x[6] = (d[5] == 1) ? (x[5] - (y[5]>>>5)) : (x[5]+(y[5]>>>5));
     y[6] = (d[5] == 1) ? (y[5] + (x[5]>>>5)) : (y[5]-(x[5]>>>5));
     z[6] = (d[5] == 1) ? (z[5] - arc_tan[5]) : (z[5]+arc_tan[5]);
     d[6] = (z[6][19] == 0) ? 1 : 0; 
     x[7] = (d[6] == 1) ? (x[6] - (y[6]>>>6)) : (x[6]+(y[6]>>>6));
     y[7] = (d[6] == 1) ? (y[6] + (x[6]>>>6)) : (y[6]-(x[6]>>>6));
     z[7] = (d[6] == 1) ? (z[6] - arc_tan[6]) : (z[6]+arc_tan[6]);
     d[7] = (z[7][19] == 0) ? 1 : 0; 
     x[8] = (d[7] == 1) ? (x[7] - (y[7]>>>7)) : (x[7]+(y[7]>>>7));
     y[8] = (d[7] == 1) ? (y[7] + (x[7]>>>7)) : (y[7]-(x[7]>>>7));
     z[8] = (d[7] == 1) ? (z[7] - arc_tan[7]) : (z[7]+arc_tan[7]);
     d[8] = (z[8][19] == 0) ? 1 : 0; 
     x[9] = (d[8] == 1) ? (x[8] - (y[8]>>>8)) : (x[8]+(y[8]>>>8));
     y[9] = (d[8] == 1) ? (y[8] + (x[8]>>>8)) : (y[8]-(x[8]>>>8));
     z[9] = (d[8] == 1) ? (z[8] - arc_tan[8]) : (z[8]+arc_tan[8]);
     d[9] = (z[9][19] == 0) ? 1 : 0; 
   end
endmodule
`timescale 1ns / 1ps
module get_conv_target_angle(
input signed [19:0] target_angle,
output reg signed [19:0] target_angle_conv,
output reg [2:0] quadrant_loc
    );
  always@(*)
    begin
        if ((target_angle >{16'd90,4'd0}) && (target_angle <= {16'd180,4'd0})) target_angle_conv = target_angle - {16'd90,4'd0};
        else if ((target_angle >{16'd180,4'd0}) && (target_angle <= {16'd270,4'd0})) target_angle_conv = target_angle - {16'd180,4'd0};
        else if ((target_angle > {16'd270,4'd0}) && (target_angle <= {16'd360,4'd0})) target_angle_conv = target_angle - {16'd360,4'd0};
        else target_angle_conv = target_angle;
    end 
  always@(*)
    begin
        if ((target_angle >{16'd90,4'd0}) && (target_angle <= {16'd180,4'd0})) quadrant_loc = 3'd2;
        else if ((target_angle >{16'd180,4'd0}) && (target_angle <= {16'd270,4'd0})) quadrant_loc = 3'd3;
        else if ((target_angle > {16'd270,4'd0}) && (target_angle <= {16'd360,4'd0})) quadrant_loc = 3'd4;
        else quadrant_loc = 3'd1;
    end    
endmodule
`timescale 1ns / 1ps
module output_mapping(
input signed [19:0] x, 
input signed [19:0] y,
input [2:0] quadrant_loc,
output reg signed [19:0] x_res,
output reg signed [19:0] y_res
    );
always@(*)
    begin
        if (quadrant_loc == 3'd2) x_res = -y;
        else if (quadrant_loc == 3'd3) x_res = -x;
        else  x_res = x; 
    end
 always@(*)
   begin
     if (quadrant_loc == 3'd2)       y_res = x;
     else if (quadrant_loc == 3'd3)  y_res = -y;
     else                            y_res = y; 
   end
endmodule
==> results.yml <==
# synthesis and place-and-route metrics
run:
  warning_count: 48
  cap_viol_max_count: 0
detailed_routing:
  drc: 0
  diodes: 0
  first_iter_violations: 1185
  vias: 21730
  wl_per_cell_um: 17.42
  wirelength_mm: 65.22
  firstDrtPassIters: 5
  viasPerCell: 5.805
  final_antenna_net_count: 0
yosys:
  synth_cell_types: 97
  top_area_frac: 0.2262
  ff_type: "dfxtp_1"
  syn-mean-instance-area_um2: 7.249
  synth_cells: 3113
  ys_seq_share: 0.03549
  edf_count: 0
  area_leaders: "ha_1, xnor2_1, a21oi_1"
  ys_warn_count: 11
  ys_ff: 40
  synth_area_um2: 22570
  yosysTopAreaCell: "ha_1"
  top_cell: "ha_1"
  common_cells: "ha_1, xnor2_1, a21oi_1"
  async_flop_share: 0
  yosys_area_um2: 22570
  ys_cells: 3113
floorplan:
  rows: 77
  initial_utilization: 0.5081
  core-area_um2: 44410
  dieArea_um2: 45980
  io_pins: 62
  die-height_um: 214.4
  die_width_um: 214.4
worst_setup_path:
  worst_path_max_delay_cell: "and2_1"
  crit_type: "in2reg"
  path_buffers: 15
  end_kind: "flip-flop"
  arrival_ns: 51.83
  critPathRequiredTime_ns: 107.77
  cp_common_cell: "o21ai_0"
  startpoint_type: "input pin"
  crit_family: "AND-OR/OR-AND gates"
  worstPathMaxFanout: 44
  max_stage_delay_ns: 0.67
timing:
  rsz0062_at_grt: "false"
  fmax_ghz: 0.01935
  fin_tns_setup_ns: 0
  hold_viol: 0
  report.final.slew_viol_count: 0
  setup_violations: 0
  fin_crit_ns: 51.67
  period_used_share: 0.4802
  hold-worst-slack_ns: 22.10
  slew_headroom: 0.2588
  worstMarginPinSlew_ns: 1.097
clock_network:
  clockBufferDepth: 2
  numClockSinks: 40
  hold_buffers: 0
  post_cts_resized: 0
  post-cts-setup-buffers: 0
  ctsRootBufferMaster: "clkbuf_16"
  cts_tree: "built"
  htree_levels: 2
  cts_buffers: 5
  clk_pin_slew_ns: 0.06
cells_and_area:
  nFillCells: 4273
  regArea_um2: 800.8
  finalInstanceArea_um2: 24090
  logic_area_um2: 20770
  area.growth.synth_to_final_pct: 6.765
  final_layout_size_suffix_gt1_frac: 0.03046
placed_design:
  dp_hpwl_mm: 56.36
  port_buffers: 61
  place.gp.congestion: 0.9997
  dpl_cell_area_um2: 23910
global_routing:
  grt_start_max_net_pins: 45
  antenna_found_initial: 0
  grt_usage: 0.2864
  grt_pass1_vias: 20120
  grt_overflow: 0
  grt_pass1_wl_mm: 106.2
run_status:
  status: "complete, no violations"
min_path:
  hold_path_class: "in2reg"
layout make-up:
class                      count  share of cell area
sequential                    40             0.03324
timing repair buffer          86             0.03313
clock buffer                   6            0.005765
tap                          592             0.03075
multi-input combinational   2803              0.8620
inverter                     215             0.03350
clock inverter                 2            0.001610
registers in the layout, indices dropped and copies added (netlist names):
name and count:
x_res 20, y_res 20
final timing paths:
check	startpoint	endpoint	slack [ns]	cells after the start
max	target_angle[7]	x_res[18]	55.93	138
min	rst	x_res[16]	22.10	3
placed cells by master, fill, tap and decap left out, types with 8 or more instances in the layout:
cell type and instances:
nor3b_1 10, nand4_1 12, o21a_1 71, or2_2 17, a21boi_0 24, mux2i_1 16, a21o_1 104, o31a_1 12
fa_1 19, o41ai_1 11, mux2_2 9, ha_1 408, and2_1 30, o211a_1 12, a211o_1 9, xor2_1 141
nand3_1 42, a211oi_1 19, nand2_1 212, o21bai_1 78, or3_1 44, inv_1 210, nor2b_1 57, o221ai_1 8
nor3_1 73, a31oi_1 23, xnor2_1 324, o31ai_1 14, nor4_1 16, clkdlybuf4s50_1 61, a222oi_1 10, dfxtp_1 40
a21oi_1 286, o21ai_0 203, nand2b_1 40, and3_1 19, nor2_1 272, buf_4 25
per-layer routing:
layer | wire, um | GRT usage | share of wire
met1 | 30640 | 0.3930 | 0.47
met2 | 31300 | 0.4983 | 0.48
met3 | 1661 | 0.01232 | 0.025
met4 | 1610 | 0.06310 | 0.025
met5 | 0 | 0 | 0
cells by family (layout without fill, tap and decap cells):
kind of cell    Yosys count  in the layout  synth area share
compound gates          981            981            0.2816
mux                      29             29           0.01414
fa+ha+maj               427            427            0.2431
other cells               1              1         0.0001662
xor+xnor                470            470            0.1851
buf+inv                 270            309           0.04513
flops                    40             40           0.03549
simple gates            895            895            0.1953
through the flow:
stage / worst slack [ns] / cells / utilization
after floorplan: 58.86 / 3113 / -
after global placement: 56.32 / 3736 / 0.5384
after detailed placement: 55.86 / 3736 / 0.5384
after CTS: 55.97 / 3744 / 0.5424
after global routing: 52.50 / 3744 / 0.5424
final: 55.93 / 3744 / 0.5424
tightest hold or removal path, cell delays in order:
cell and delay, ns:
clkdlybuf4s50_1 0.40, buf_4 0.26, o21a_1 0.15
